[/design/flow/run.sh]
#!/bin/bash
# OpenROAD 26Q1-2900-gdf79404cd8, Yosys 0.63+post, stock flow scripts
make -C /OpenROAD-flow-scripts/flow DESIGN_CONFIG=/design/flow/config.mk WORK_HOME=/design/flow/orfs finish
[/design/flow/config.mk]
export PLATFORM = sky130hd
export DESIGN_NAME = rgb2YCbCr
export DESIGN_NICKNAME = rgb2YCbCr
export VERILOG_FILES = /design/flow/design.v
export SDC_FILE = /design/flow/constraint.sdc
export NUM_CORES = 4
export LEC_CHECK = 1
export CORE_UTILIZATION = 40
[/design/flow/constraint.sdc]
current_design rgb2YCbCr

set clk_period 7.8
set clk_io_pct 0.2

create_clock -name clk0 -period $clk_period [get_ports {clk_in}]

set non_clock_inputs [all_inputs -no_clocks]
set_input_delay [expr $clk_period * $clk_io_pct] -clock clk0 $non_clock_inputs
set_output_delay [expr $clk_period * $clk_io_pct] -clock clk0 [all_outputs]
[/design/flow/design.v]
`timescale 1ns / 1ps
(*use_dsp = "yes"*)
module rgb2YCbCr #(
parameter pix_per_clock = 1,
parameter data_width    = 8
)
(
input wire clk_in                                   ,
input wire reset                                    ,
input wire[(data_width*pix_per_clock*3)-1 :0] rdata ,
input wire rlast                                    ,
output reg rready                                   ,
input wire ruser                                    ,
input wire rvalid                                   ,
output reg[(data_width*pix_per_clock*3)-1 :0] tdata ,
output reg tlast                                    ,
input wire tready                                   ,
output reg tuser                                    ,
output reg tvalid                                   
);
localparam TCQ = 1;
reg         rst_in         = 1'b1;
(* ASYNC_REG = "TRUE" *)
reg         rst_in_dly1    = 1'b1;
(* ASYNC_REG = "TRUE" *)
reg         rst_in_dly2    = 1'b1;
always @ (posedge clk_in or posedge reset)
begin
    if (reset)
        rst_in_dly1    <= #TCQ 1'b1;
    else
        rst_in_dly1    <= #TCQ 1'b0;
end
always @ (posedge clk_in)
begin
    rst_in_dly2    <= #TCQ rst_in_dly1;
    rst_in         <= #TCQ rst_in_dly2;
end
localparam para_0183_10b = 10'd47;  
localparam para_0614_10b = 10'd157;
localparam para_0062_10b = 10'd16;
localparam para_0101_10b = 10'd26;
localparam para_0338_10b = 10'd86;
localparam para_0439_10b = 10'd112;
localparam para_0399_10b = 10'd102;
localparam para_0040_10b = 10'd10;
localparam para_16_18b   = 18'd4096;
localparam para_128_18b  = 18'd32768;
wire[pix_per_clock-1:0] sign_cb;
wire[pix_per_clock-1:0] sign_cr;
wire[data_width-1:0] R[pix_per_clock-1:0];
wire[data_width-1:0] G[pix_per_clock-1:0];
wire[data_width-1:0] B[pix_per_clock-1:0];
reg[data_width+9:0] M0[pix_per_clock-1:0];
reg[data_width+9:0] M1[pix_per_clock-1:0];
reg[data_width+9:0] M2[pix_per_clock-1:0];
reg[data_width+9:0] M3[pix_per_clock-1:0];
reg[data_width+9:0] M4[pix_per_clock-1:0];
reg[data_width+9:0] M5[pix_per_clock-1:0];
reg[data_width+9:0] M6[pix_per_clock-1:0];
reg[data_width+9:0] M7[pix_per_clock-1:0];
reg[data_width+9:0] M8[pix_per_clock-1:0];
reg[data_width+9:0] A0[pix_per_clock-1:0];
reg[data_width+9:0] A1[pix_per_clock-1:0];
reg[data_width+9:0] A2[pix_per_clock-1:0];  
reg[data_width+9:0] A3[pix_per_clock-1:0];
reg[data_width+9:0] A4[pix_per_clock-1:0];
reg[data_width+9:0] A5[pix_per_clock-1:0];
reg[data_width+9:0] Y[pix_per_clock-1:0];
reg[data_width+9:0] Cb[pix_per_clock-1:0];
reg[data_width+9:0] Cr[pix_per_clock-1:0];
genvar i;
generate 
    for (i = 1; i < (pix_per_clock + 1); i = i + 1)
    begin
        assign R[i-1] = rdata[(data_width*3*i-1) -: data_width];
        assign G[i-1] = rdata[(data_width*2*i-1) -: data_width];
        assign B[i-1] = rdata[(data_width*1*i-1) -: data_width];
    end
endgenerate
generate
    for (i = 0; i < pix_per_clock; i = i + 1)
    begin:convert
        always @ (posedge clk_in)
        begin
            M0[i] <= #TCQ para_0183_10b * R[i];
            M1[i] <= #TCQ para_0614_10b * G[i];
            M2[i] <= #TCQ para_0062_10b * B[i];
            M3[i] <= #TCQ para_0101_10b * R[i];
            M4[i] <= #TCQ para_0338_10b * G[i];
            M5[i] <= #TCQ para_0439_10b * B[i];
            M6[i] <= #TCQ para_0439_10b * R[i];
            M7[i] <= #TCQ para_0399_10b * G[i];
            M8[i] <= #TCQ para_0040_10b * B[i];
        end
        always @ (posedge clk_in)
        begin
            A0[i] <= #TCQ M0[i] + M1[i];
            A1[i] <= #TCQ M2[i] + para_16_18b;
            A2[i] <= #TCQ M5[i] + para_128_18b;
            A3[i] <= #TCQ M3[i] + M4[i];
            A4[i] <= #TCQ M6[i] + para_128_18b;
            A5[i] <= #TCQ M7[i] + M8[i];
        end
        assign sign_cb[i] = (A2[i] >= A3[i]);
        assign sign_cr[i] = (A4[i] >= A5[i]);
        always @ (posedge clk_in)
        begin
            Y[i]    <= #TCQ A0[i] + A1[i];
            Cb[i]   <= #TCQ sign_cb ? (A2[i] - A3[i]) : 18'd0;
            Cr[i]   <= #TCQ sign_cr ? (A4[i] - A5[i]) : 18'd0;
        end
    end
endgenerate
generate
    for (i = 1; i < (pix_per_clock + 1); i = i + 1)
    begin
        always @ (posedge clk_in)
        begin
            tdata[(data_width*3*i-1) -: data_width] <= #TCQ Cr[i-1][data_width+9:8];
            tdata[(data_width*2*i-1) -: data_width] <= #TCQ Cb[i-1][data_width+9:8];
            tdata[(data_width*1*i-1) -: data_width] <= #TCQ Y[i-1][data_width+9:8];
        end
    end
endgenerate
reg     rlast_dly1;
(* ASYNC_REG = "TRUE" *)
reg     rlast_dly2;
(* ASYNC_REG = "TRUE" *)
reg     rlast_dly3;
reg     ruser_dly1;
(* ASYNC_REG = "TRUE" *)
reg     ruser_dly2;
(* ASYNC_REG = "TRUE" *)
reg     ruser_dly3;
reg     rvalid_dly1;
(* ASYNC_REG = "TRUE" *)
reg     rvalid_dly2;
(* ASYNC_REG = "TRUE" *)
reg     rvalid_dly3;
always @ (posedge clk_in)
begin
    rlast_dly1  <= #TCQ rlast;
    rlast_dly2  <= #TCQ rlast_dly1;
    rlast_dly3  <= #TCQ rlast_dly2;
    ruser_dly1  <= #TCQ ruser;
    ruser_dly2  <= #TCQ ruser_dly1;
    ruser_dly3  <= #TCQ ruser_dly2;
    rvalid_dly1 <= #TCQ rvalid;
    rvalid_dly2 <= #TCQ rvalid_dly1;
    rvalid_dly3 <= #TCQ rvalid_dly2;
end
always @ (posedge clk_in)
begin
    tlast   <= #TCQ rlast_dly3  ;
    rready  <= #TCQ tready ;
    tuser   <= #TCQ ruser_dly3  ;
    tvalid  <= #TCQ rvalid_dly3 ;
end
endmodule
==> flow_summary.yaml <==
# yosys + openroad results
run_status:
  run_status: "finished, final reports clean"
global_route:
  grt_max_degree: 14
  globalRouteOverflowTotal: 0
  grt_pass1_wl_um: 39100
  grt_pass1_vias: 8111
  antenna_found_initial: 3
  grt_usage_pct: 15.3
power:
  p_leak_nw: 7.06
  p_per_area_nw_per_um2: 384
  ir_drop_uv: 149
final_timing:
  clock.fmax_mhz: 188
  worst_slack_ps: 2490
  worstMarginPinSlew_ps: 650
  rsz0062_at_grt: "no"
  hold_viol_final: 0
  setup_viol: 0
  tns_ps: 0
  final-max-slew-violation-count: 0
  fin_skew_ps: 12.9
  layout_min_cycle_time_ps: 5310
  finalCritPeriodShare_pct: 68.0
  slew_headroom_pct: 55.6
floorplan:
  die_w_um: 182
  core_sq_um: 31700
  dieArea_sq_um: 33100
  dieHeight_um: 182
  fp-utilization_pct: 40.9
  rows: 65
  ios: 58
yosys:
  top_cell: "dfxtp_1"
  synth.largest_area_cell: "dfxtp_1"
  yosys-top-cells-count: "dfxtp_1 (232), ha_1 (226), inv_1 (190), xnor2_1 (68), a21oi_1 (67)"
  synth_area_sq_um: 13000
  ys_warn_count: 19
  yosysSeqAreaShare_pct: 35.8
  edf_count: 0
  avgSynthCellArea_sq_um: 10.3
  yosys_area_sq_um: 13000
  synth.distinct_cells: 63
  yosysTopAreaCellShare_pct: 35.8
  async_flop_share_pct: 0
  ys_cells: 1259
  synth_cells: 1259
  top_cells_by_area: "dfxtp_1 (36%), ha_1 (22%), fa_1 (10%), inv_1 (5.5%), xnor2_1 (4.6%)"
  flop_cell: "dfxtp_1"
  synth_flops: 232
clock_network:
  htreeDepth: 1
  cts_buffers: 25
  cts_resized: 0
  cts-root-buf: "clkbuf_16"
  tritoncts: "yes"
  insertion_delay_ps: 510
  clkSinkCount: 232
  post_cts_buffers: 0
  ctsHoldBuffers: 0
  ctsLongestPathBuffers: 3
  cts.reportedPaths.clkPinSlew_ps: 60
setup_path:
  path_buffers: 3
  crit_path_frequent_cell: "fa_1"
  required_ps: 8200
  cp_top_family: "adder cells"
  crit_chain: "clkdlybuf4s50_1 > fa_1 > ha_1 > inv_1 > fa_1 > fa_1 > inv_1 > ha_1 > nor2b_1 > o21a_1 > o21a_1 > o21ai_0 > a211oi_1 > o311ai_1"
  slowest_stage: "clkdlybuf4s50_1"
  crit_path_start_kind: "input pin"
  path_max_fanout: 7
  critPathMaxStageDelay_ps: 710
  cp.depth: 14
  worst-r2r-cell-count: 9
  end_kind: "flip-flop"
  critPathKind: "input pin to flip-flop"
  worstPathArrival_ps: 5710
placement:
  port-buffer-count: 56
  pre_cts_slack_ps: 1940
  gp_congestion: 0.874
  place_hpwl_um: 19200
detailed_routing:
  drtIter0Drc: 274
  drc: 0
  firstDrtPassIters: 4
  vias: 8473
  wl_per_cell_um: 13.3
  antenna_left: 0
  viasPerCell: 4.81
  routed_wl_um: 23400
final_layout:
  syn2layout_area_growth_pct: 14.7
  layout-drive-gt1-share_pct: 4.57
flow_run:
  drv_cap: 0
  warning_count: 33
hold_path:
  holdCritPathClass: "flip-flop to flip-flop"
  min_path_cells: 0
==> layer usage <==
| metal | wire [um] | global-route usage [%] |
|---|---|---|
| met5 | 0 | 0 |
| met4 | 507 | 2.66 |
| met3 | 899 | 1.74 |
| met2 | 10400 | 24.4 |
| met1 | 11600 | 23.3 |
==> cells by family (layout without fill, tap and decap cells) <==
kind of cell | count (synthesis) | after routing | synth area share, %
muxes | 1 | 1 | 0.0869
buffers and inverters | 192 | 291 | 5.56
DFF | 232 | 232 | 35.8
adders and majority gates | 291 | 291 | 31.9
xor gates and xnor gates | 99 | 99 | 6.69
other | 0 | 1 | 0
and+or+nand+nor | 214 | 214 | 8.15
AOI/OAI and AO/OA | 230 | 230 | 11.8
==> final cells by class <==
class / instances / area, sq um
repair buffers: 56 / 561
inverters: 190 / 713
fillers: 2895 / 16900
flip-flops and latches: 232 / 4640
clock buffers: 35 / 683
diodes: 1 / 2.50
clock inverters: 10 / 159
well taps: 402 / 503
multi-input cells: 835 / 7600
==> power by group <==
| group | internal, W | switching [W] | total [W] | leakage [nW] |
|---|---|---|---|---|
| Combinational | 0.00126 | 0.00142 | 0.00268 | 4.70 |
| Sequential | 0.00168 | 0.000162 | 0.00184 | 1.96 |
| Clock | 0.000743 | 0.000444 | 0.00119 | 0.405 |
==> through the flow <==
| stage | power, W | hold WS, ps | cell area (sq um) | util, % | cells |
|---|---|---|---|---|---|
| 4_1_cts | 0.00578 | 326 | 14900 | 46.8 | 1760 |
| 5_1_grt | 0.00621 | 322 | 14900 | 46.8 | 1760 |
| 3_3_place_gp | 0.00454 | 310 | 14000 | 44.2 | 1715 |
| 6_report | 0.00571 | 324 | 14900 | 46.9 | 1761 |
| 3_5_place_dp | 0.00455 | 312 | 14000 | 44.2 | 1715 |
| 2_1_floorplan | 0.00383 | 310 | 13000 | - | 1259 |
==> path summary, 6_finish.rpt <==
path | from | endpoint | slack, ps
worst max-delay path | rdata[11] | M1[0][14]$_DFF_P_ | 2490
worst min register to register | Cb[0][8]$_SDFF_PN0_ | tdata[8]$_DFF_P_ | 320
worst min-delay path | Cb[0][8]$_SDFF_PN0_ | tdata[8]$_DFF_P_ | 320
worst max register to register | M1[0][0]$_DFF_P_ | A5[0][15]$_DFF_P_ | 5350
==> flip-flops by register name (all words and copies together) (netlist names), 9 cells and up <==
signal and cells:
M0 14, tdata 24, A0 13, M8 9, M7 13, A3 14
M4 11, M1 16, A4 11, M5 10, A2 10, A5 15
M3 11
==> placed cells by master, fill, tap and decap left out, types with 5 or more instances in the layout <==
cell type / synthesis / layout
a2111oi_0: 5 / 5
a211oi_1: 8 / 8
a21o_1: 25 / 25
a21oi_1: 67 / 67
a31oi_1: 9 / 9
and3_1: 8 / 8
clkbuf_1: 2 / 8
clkbuf_16: 0 / 25
clkdlybuf4s50_1: 0 / 56
dfxtp_1: 232 / 232
fa_1: 65 / 65
ha_1: 226 / 226
inv_1: 190 / 190
nand2_1: 40 / 40
nand2b_1: 9 / 9
nand3_1: 15 / 15
nand4_1: 6 / 6
nor2_1: 63 / 63
nor2b_1: 13 / 13
nor3_1: 30 / 30
nor4_1: 6 / 6
o21a_1: 17 / 17
o21ai_0: 39 / 39
o21bai_1: 9 / 9
o31a_1: 8 / 8
o41ai_1: 5 / 5
or2_2: 8 / 8
xnor2_1: 68 / 68
xor2_1: 31 / 31
Power and IR drop assume default switching activity.
