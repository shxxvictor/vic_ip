==> design/flow/design.v <==
`timescale 1ps / 1ps
module gearbox_24_32(
input           reset,
input           clk,
input [23:0]    data_in,
input           data_in_last,
input           data_en,
output reg[31:0]data_out,
output reg      data_out_last,
output reg      data_out_en
);
localparam TCQ = 1;
reg     rst         = 1'b1;
(* ASYNC_REG = "TRUE" *)
reg     rst_dly1    = 1'b1;
(* ASYNC_REG = "TRUE" *)
reg     rst_dly2    = 1'b1;
always @ (posedge clk or posedge reset)
begin
    if (reset)
        rst_dly1    <= #TCQ 1'b1;
    else
        rst_dly1    <= #TCQ 1'b0;
end
always @ (posedge clk)
begin
    rst_dly2    <= #TCQ rst_dly1;
    rst         <= #TCQ rst_dly2;
end
reg [47:0]      data_reg;
reg [1:0]       gear_cnt;
reg             data_out_en_limit;
always @ (posedge clk)
begin
    if (rst)
        data_reg[47:0]  <= #TCQ 47'd0;
    else if (data_en)
        data_reg[47:0]  <= #TCQ {data_in,data_reg[47:24]};
    else
        data_reg[47:0]  <= #TCQ data_reg[47:0];
end
reg             data_in_last_dly1;
reg             data_in_last_dly2;
reg             data_in_last_dly3;
always @ (posedge clk)
begin
    data_in_last_dly1   <= #TCQ data_in_last;
    data_in_last_dly2   <= #TCQ data_in_last_dly1;
    data_in_last_dly3   <= #TCQ data_in_last_dly2;
end
always @ (posedge clk)
begin
    if (rst)
        gear_cnt    <= #TCQ 2'd0;
    else if ({data_in_last_dly1,data_in_last_dly2} == 2'b10)
        gear_cnt    <= #TCQ 2'd0;
    else if (data_en)
        gear_cnt    <= #TCQ gear_cnt + 1'b1;
    else
        gear_cnt    <= #TCQ gear_cnt;
end
always @ (posedge clk)
begin
    if (rst)
        data_out_en_limit   <= #TCQ 1'b0;
    else if ({data_in_last_dly1,data_in_last_dly2} == 2'b10)
        data_out_en_limit   <= #TCQ 1'b0;
    else if (gear_cnt[0])
        data_out_en_limit   <= #TCQ 1'b1;
    else
        data_out_en_limit   <= #TCQ data_out_en_limit;
end
always @ (posedge clk)
begin
    if (rst)   
        data_out   		<= #TCQ 32'd0;
    else if (data_out_en_limit)
        begin
            case (gear_cnt)
                2'd0:   data_out   		<= #TCQ data_reg[47:16];
                2'd1:   data_out   		<= #TCQ data_out;
                2'd2:   data_out   		<= #TCQ data_reg[31:0];
                2'd3:   data_out   		<= #TCQ data_reg[39:8];
                default:data_out   		<= #TCQ data_out;
            endcase
        end
    else if ({data_in_last_dly2,data_in_last_dly3} == 2'b10)
        begin
            case (gear_cnt_dly)
                2'd0:   data_out   		<= #TCQ data_out;
                2'd1:   data_out   		<= #TCQ {8'd0,data_reg[47:24]};
                2'd2:   data_out   		<= #TCQ {16'd0,data_reg[47:32]};
                2'd3:   data_out   		<= #TCQ {24'd0,data_reg[47:40]};
                default:data_out   		<= #TCQ data_out;
            endcase
        end
    else
        data_out   		<= #TCQ data_out;
end
reg[1:0] gear_cnt_dly;
always @ (posedge clk)
begin
    gear_cnt_dly[1:0]   <= #TCQ gear_cnt;
end
always @ (posedge clk)
begin
    if (rst)
        data_out_en <= #TCQ 1'b0;
    else if (data_out_en_limit)
        begin
            if (gear_cnt == 2'd1)
                data_out_en <= #TCQ 1'b0;
            else if (gear_cnt_dly != gear_cnt)
                data_out_en <= #TCQ 1'b1;
            else
                data_out_en <= #TCQ 1'b0;
        end
    else if ({data_in_last_dly2,data_in_last_dly3} == 2'b10)
        begin
            if (gear_cnt_dly == 2'd0)
                data_out_en <= #TCQ 1'b0;
            else
                data_out_en <= #TCQ 1'b1;
        end
    else
        data_out_en <= #TCQ 1'b0;
end 
reg     last_phase;
always @ (posedge clk) 
begin
    if (rst)
        last_phase  <= #TCQ 1'b0;
    else if ({data_in_last_dly1,data_in_last_dly2} == 2'b10)
        if (gear_cnt == 2'd0)
            last_phase  <= #TCQ 1'b1;
        else
            last_phase  <= #TCQ 1'b0;
    else
        last_phase  <= #TCQ last_phase;
end
always @ (posedge clk)
begin
    if (rst)
        data_out_last   <= #TCQ 1'b0;
    else if ({data_in_last_dly1,data_in_last_dly2} == 2'b10 && gear_cnt == 2'd0)
        data_out_last   <= #TCQ data_in_last_dly1;
    else if (last_phase)
        data_out_last   <= #TCQ data_in_last_dly1;
    else
        data_out_last   <= #TCQ data_in_last_dly2;
end 
endmodule
==> design/flow/run.sh <==
#!/bin/bash
# OpenROAD 26Q1-2900-gdf79404cd8, Yosys 0.63+post, stock flow scripts
make -C /OpenROAD-flow-scripts/flow DESIGN_CONFIG=/design/flow/config.mk WORK_HOME=/design/flow/orfs finish
==> design/flow/config.mk <==
export PLATFORM = sky130hd
export DESIGN_NAME = gearbox_24_32
export DESIGN_NICKNAME = gearbox_24_32
export VERILOG_FILES = /design/flow/design.v
export SDC_FILE = /design/flow/constraint.sdc
export NUM_CORES = 4
export LEC_CHECK = 1
export CORE_UTILIZATION = 50
==> design/flow/constraint.sdc <==
current_design gearbox_24_32

set clk_period 4.0
set clk_io_pct 0.2

create_clock -name clk0 -period $clk_period [get_ports {clk}]

set non_clock_inputs [all_inputs -no_clocks]
set_input_delay [expr $clk_period * $clk_io_pct] -clock clk0 $non_clock_inputs
set_output_delay [expr $clk_period * $clk_io_pct] -clock clk0 [all_outputs]
==> results.py <==
# Generated from Yosys and OpenROAD reports
metrics = {
    "run_status": {
        "status": "complete, no violations",
    },
    "min_path": {
        "hold_class": "register to register",
    },
    "placement": {
        "dp_hpwl_mm": 6.73,
        "placed_cells": 593,
        "gp_congestion": 0.837,
        "io_buffers": 61,
    },
    "detailed_routing": {
        "wl_per_cell_um": 17.2,
        "drc": 0,
        "drtAntennaViolNets": 0,
        "antenna_cells": 0,
        "drt_wl_total_mm": 10.5,
        "avgViaCountPerCell": 5.74,
        "drtPass1Iterations": 7,
        "drtIter0Drc": 174,
        "vias": 3495,
    },
    "global_routing": {
        "grt.total_usage_pct": 25.4,
        "grt_max_degree": 65,
        "gr-total-overflow": 0,
        "grt_pass1_wl_mm": 16.8,
        "antenna_found_initial": 0,
        "grt_pass1_vias": 3113,
    },
    "synth": {
        "synth_cells": 459,
        "ys_seq_share_pct": 44.3,
        "synth-main-ff-cell": "dfxtp_1",
        "synth-async-reset-ratio_pct": 1.06,
        "yosysCellCount": 459,
        "edf_count": 0,
        "synth_chip_area_um2": 4260,
        "avgSynthCellArea_um2": 9.28,
        "synth_cell_types": 33,
        "syn-cell-area_um2": 4260,
        "yosys_warnings": 1,
        "ys_ff": 94,
    },
    "clock_tree": {
        "tritoncts": "done",
        "clock_sinks": 94,
        "cts.htree.levels": 3,
        "clk_pin_slew_worst_paths_ns": 0.09,
        "clk_latency_ns": 0.36,
        "hold_buffers": 0,
        "cts_setup_buffers": 0,
        "cts_buffers": 9,
        "cts_resized": 0,
        "clockBufferDepth": 2,
        "cts_root_buf": "clkbuf_8",
    },
    "final_timing": {
        "final-hold-violation-count": 0,
        "fin_crit_ns": 2.56,
        "setup_tns_ns": 0,
        "setup_viol": 0,
        "slew_headroom_pct": 45.0,
        "rsz0062_at_grt": "false",
        "slew_violations": 0,
        "fin_worst_skew_ns": 0.0121,
        "fmax_mhz": 391,
        "period_used_pct": 63.9,
        "worstMarginPinSlew_ns": 0.826,
    },
    "final_layout": {
        "drive_above_1_share_pct": 6.55,
        "area.sequential_um2": 1890,
        "syn2layout_area_growth_pct": 19.7,
        "largest_reg_flops": 48,
        "fin_cells": 609,
        "comb_area_um2": 2160,
        "n_fill_cell": 700,
    },
    "floorplan": {
        "die-width_um": 94.3,
        "initCoreUtil_pct": 51.8,
        "core-area_um2": 8220,
        "rows": 33,
        "die_area_um2": 8890,
        "io_pins": 62,
        "die_h_um": 94.3,
    },
    "pwr": {
        "vdd.ir_drop.worst_mv": 0.256,
        "cellLeakagePower_nw": 2.06,
        "power_density_nw_per_um2": 393,
    },
    "critical_path": {
        "arrival_ns": 2.77,
        "setup.worst_path.end_class": "register",
        "path_class": "register to register",
        "start_kind": "register",
        "cp_top_family": "AND-OR/OR-AND gates",
        "path_max_fanout": 21,
        "cpPeakStageDelay_ns": 0.74,
        "required_ns": 4.22,
        "worst-path-buf-inv": 1,
        "critPathSlowestCell": "o41a_1",
        "crit_chain": "ha_1 -> nand2b_1 -> o41a_1 -> buf_4 -> a311o_1 -> a21oi_1",
    },
    "run": {
        "maxCapViolCount": 0,
        "log.warning_count": 29,
    },
}
-- report_power, final --
group | internal [mW] | leakage, nW | total, mW | switching [mW]
Combinational | 0.152 | 1.18 | 0.297 | 0.144
Sequential | 0.990 | 0.772 | 1.05 | 0.0575
Clock | 0.313 | 0.105 | 0.658 | 0.344
-- synthesized netlist by cell type (all sizes together), types with 8 or more instances --
master	instances	share of area [%]
nor3	17	2.0
a311o	8	1.9
a22o	24	4.9
clkbuf	22	1.9
a211oi	16	2.8
nor2	85	7.6
buf	21	2.5
a311oi	11	2.3
a21oi	17	2.0
mux2i	58	14
a21o	14	2.5
nor2b	9	1.3
a2bb2oi	8	1.6
dfxtp	93	44
nand2	18	1.6
a22oi	8	1.4
-- metrics by stage --
| step | setup WS (ns) | util [%] | hold slack (ns) | power, mW | area, um2 |
|---|---|---|---|---|---|
| 4_1_cts | 1.50 | 62.1 | 0.341 | 2.02 | 5100 |
| 6_report | 1.44 | 62.1 | 0.336 | 2.00 | 5100 |
| 2_1_floorplan | 2.21 | - | 0.310 | 1.24 | 4260 |
| 5_1_grt | 1.27 | 62.1 | 0.343 | 2.09 | 5100 |
| 3_5_place_dp | 1.48 | 59.5 | 0.318 | 1.36 | 4890 |
| 3_3_place_gp | 1.55 | 59.5 | 0.317 | 1.36 | 4890 |
-- cells by family after synthesis --
family | after synthesis | synth area share [%]
multiplexers | 58 | 13.6
AND/OR/NAND/NOR | 134 | 13.3
buffers and inverters | 48 | 4.85
AND-OR/OR-AND | 117 | 22.0
adder cells (fa/ha/maj) | 4 | 1.18
other | 1 | 0.0880
XOR/XNOR | 3 | 0.617
flip-flops | 94 | 44.3
-- placed cells by master (no fill, tap or decap), drive strengths merged --
master and n:
clkbuf 11, a22o 24, ha 4, a21oi 17, nor2 85, xnor2 3, o41ai 1, a22oi 8
a31oi 2, nor3b 2, nor3 17, nor2b 9, conb 1, a311o 8, inv 7, o21ai 1
clkdlybuf4s50 60, dfxtp 93, nand2 18, or4 1, o41a 1, a21o 14, a211oi 16, a311oi 11
buf 12, a221oi 6, dfstp 1, bufinv 1, nand2b 2, clkinv 2, a2bb2oi 8, mux2i 58
-- metal layers --
| layer | track usage [%] | vias to the layer above | part of all wire (%) |
|---|---|---|---|
| li1 | - | 1738 | - |
| met1 | 41.3 | 1644 | 49 |
| met2 | 37.4 | 102 | 44 |
| met3 | 4.94 | 11 | 5.1 |
| met4 | 2.56 | 0 | 1.5 |
| met5 | 0 | - | 0 |
-- worst register-to-register path: cells and delay by family, from the launching register on --
kind	cells	cell delay [ns]
and+or+nand+nor	1	0.41
AOI/OAI and AO/OA	3	0.97
adders and majority gates	1	0.18
DFF	1	0.47
buffers and inverters	1	0.39
-- path summary, 6_finish.rpt --
kind	cells past startpoint	endpoint	from	slack (ns)
max	6	data_out[15]	gear_cnt[0]	1.44
min	0	rst	rst_dly2	0.34
max reg2reg	6	data_out[15]	gear_cnt[0]	1.44
min reg2reg	0	rst	rst_dly2	0.34
max in group asynchronous	2	rst_dly1	reset	3.25
min in group asynchronous	2	rst_dly1	reset	0.73
-- area by class of cell --
cell class	count	area share, %
inverters	5	0.368
clock buffers	11	2.77
clock inverters	5	1.28
repair buffers	72	13.5
flip-flops and latches	94	37.1
multi-input cells	317	42.5
well taps	105	2.58
Power is estimated from default activity; no workload was simulated.
